==> flow/design.v <==
module UART_TX
  #(parameter CLK_FREQ = 25000000,
    parameter BAUD_RATE = 115200)
  (
   input       i_Rst_L,
   input       i_Clock,
   input       i_TX_DV,
   input [7:0] i_TX_Byte,
   output reg  o_TX_Active,
   output reg  o_TX_Serial,
   output reg  o_TX_Done
   );
  localparam CLKS_PER_BIT = CLK_FREQ / BAUD_RATE;
  localparam IDLE         = 2'b00;
  localparam TX_START_BIT = 2'b01;
  localparam TX_DATA_BITS = 2'b10;
  localparam TX_STOP_BIT  = 2'b11;
  reg [2:0] r_SM_Main;
  reg [$clog2(CLKS_PER_BIT):0] r_Clock_Count;
  reg [2:0] r_Bit_Index;
  reg [7:0] r_TX_Data;
  always @(posedge i_Clock or negedge i_Rst_L)
  begin
    if (~i_Rst_L)
    begin
      r_SM_Main <= 3'b000;
    end
    else
    begin
      o_TX_Done <= 1'b0;
      case (r_SM_Main)
        IDLE :
          begin
            o_TX_Serial   <= 1'b1;          
            r_Clock_Count <= 0;
            r_Bit_Index   <= 0;
            if (i_TX_DV == 1'b1)
            begin
              o_TX_Active <= 1'b1;
              r_TX_Data   <= i_TX_Byte;
              r_SM_Main   <= TX_START_BIT;
            end
            else
              r_SM_Main <= IDLE;
          end  
        TX_START_BIT :
          begin
            o_TX_Serial <= 1'b0;
            if (r_Clock_Count < CLKS_PER_BIT-1)
            begin
              r_Clock_Count <= r_Clock_Count + 1;
              r_SM_Main     <= TX_START_BIT;
            end
            else
            begin
              r_Clock_Count <= 0;
              r_SM_Main     <= TX_DATA_BITS;
            end
          end  
        TX_DATA_BITS :
          begin
            o_TX_Serial <= r_TX_Data[r_Bit_Index];
            if (r_Clock_Count < CLKS_PER_BIT-1)
            begin
              r_Clock_Count <= r_Clock_Count + 1;
              r_SM_Main     <= TX_DATA_BITS;
            end
            else
            begin
              r_Clock_Count <= 0;
              if (r_Bit_Index < 7)
              begin
                r_Bit_Index <= r_Bit_Index + 1;
                r_SM_Main   <= TX_DATA_BITS;
              end
              else
              begin
                r_Bit_Index <= 0;
                r_SM_Main   <= TX_STOP_BIT;
              end
            end
          end  
        TX_STOP_BIT :
          begin
            o_TX_Serial <= 1'b1;
            if (r_Clock_Count < CLKS_PER_BIT-1)
            begin
              r_Clock_Count <= r_Clock_Count + 1;
              r_SM_Main     <= TX_STOP_BIT;
            end
            else
            begin
              o_TX_Done     <= 1'b1;
              r_Clock_Count <= 0;
              r_SM_Main     <= IDLE;
              o_TX_Active   <= 1'b0;
            end
          end  
        default :
          r_SM_Main <= IDLE;
      endcase
    end
  end
endmodule
module UART_RX
  #(parameter CLK_FREQ = 25000000,
    parameter BAUD_RATE = 115200)
  (
   input        i_Clock,
   input        i_RX_Serial,
   output       o_RX_DV,
   output [7:0] o_RX_Byte
   );
  localparam CLKS_PER_BIT = CLK_FREQ / BAUD_RATE;
  parameter IDLE         = 3'b000;
  parameter RX_START_BIT = 3'b001;
  parameter RX_DATA_BITS = 3'b010;
  parameter RX_STOP_BIT  = 3'b011;
  parameter CLEANUP      = 3'b100;
  reg [7:0] r_Clock_Count = 0;
  reg [2:0] r_Bit_Index   = 0;  
  reg [7:0] r_RX_Byte     = 0;
  reg       r_RX_DV       = 0;
  reg [2:0] r_SM_Main     = 0;
  always @(posedge i_Clock)
  begin
    case (r_SM_Main)
      IDLE :
        begin
          r_RX_DV       <= 1'b0;
          r_Clock_Count <= 0;
          r_Bit_Index   <= 0;
          if (i_RX_Serial == 1'b0)           
            r_SM_Main <= RX_START_BIT;
          else
            r_SM_Main <= IDLE;
        end
      RX_START_BIT :
        begin
          if (r_Clock_Count == (CLKS_PER_BIT-1)/2)
          begin
            if (i_RX_Serial == 1'b0)
            begin
              r_Clock_Count <= 0;   
              r_SM_Main     <= RX_DATA_BITS;
            end
            else
              r_SM_Main <= IDLE;
          end
          else
          begin
            r_Clock_Count <= r_Clock_Count + 1;
            r_SM_Main     <= RX_START_BIT;
          end
        end  
      RX_DATA_BITS :
        begin
          if (r_Clock_Count < CLKS_PER_BIT-1)
          begin
            r_Clock_Count <= r_Clock_Count + 1;
            r_SM_Main     <= RX_DATA_BITS;
          end
          else
          begin
            r_Clock_Count          <= 0;
            r_RX_Byte[r_Bit_Index] <= i_RX_Serial;
            if (r_Bit_Index < 7)
            begin
              r_Bit_Index <= r_Bit_Index + 1;
              r_SM_Main   <= RX_DATA_BITS;
            end
            else
            begin
              r_Bit_Index <= 0;
              r_SM_Main   <= RX_STOP_BIT;
            end
          end
        end  
      RX_STOP_BIT :
        begin
          if (r_Clock_Count < CLKS_PER_BIT-1)
          begin
            r_Clock_Count <= r_Clock_Count + 1;
            r_SM_Main     <= RX_STOP_BIT;
          end
          else
          begin
            r_RX_DV       <= 1'b1;
            r_Clock_Count <= 0;
            r_SM_Main     <= CLEANUP;
          end
        end  
      CLEANUP :
        begin
          r_SM_Main <= IDLE;
          r_RX_DV   <= 1'b0;
        end
      default :
        r_SM_Main <= IDLE;
    endcase
  end
  assign o_RX_DV   = r_RX_DV;
  assign o_RX_Byte = r_RX_Byte;
endmodule
module LFSR #(parameter WIDTH = 16, parameter SEED = 16'hACE1)
  (
   input              i_Clock,
   input              i_Enable,
   output [7:0]   o_LFSR_Byte
   );
  reg [WIDTH-1:0] r_LFSR = SEED;
  always @(posedge i_Clock)
  begin
    if (i_Enable)
      r_LFSR <= {r_LFSR[WIDTH-2:0], r_LFSR[WIDTH-1] ^ r_LFSR[6] ^ r_LFSR[4] ^ r_LFSR[3]};
  end
  assign o_LFSR_Byte = r_LFSR[7:0];
endmodule
module SAR #(parameter WIDTH = 16)
  (
   input             i_Clock,
   input             i_Enable,
   input [7:0]       i_Data,
   output [WIDTH-1:0] o_SAR
   );
  reg [WIDTH-1:0] r_SAR = 0;
  always @(posedge i_Clock)
  begin
    if (i_Enable)
      r_SAR <= r_SAR + i_Data;
  end
  assign o_SAR = r_SAR;
endmodule
module BaudGenT(
    input wire         reset_n,            
    input wire         clock,              
    input wire  [1:0]  baud_rate,          
    output reg         baud_clk            
);
reg [13 : 0] clock_ticks;
reg [13 : 0] final_value;
localparam BAUD24  = 2'b00,
           BAUD48  = 2'b01,
           BAUD96  = 2'b10,
           BAUD192 = 2'b11;
always @(*)
begin
    case (baud_rate)
        BAUD24 : final_value = 14'd10417;   
        BAUD48 : final_value = 14'd5208;    
        BAUD96 : final_value = 14'd2604;    
        BAUD192 : final_value = 14'd1302;   
        default: final_value = 14'd0;       
    endcase
end
always @(negedge reset_n, posedge clock)
begin
    if(!reset_n)
    begin
        clock_ticks <= 14'd0; 
        baud_clk    <= 1'b0; 
    end
    else
    begin
        if (clock_ticks == final_value)
        begin
            clock_ticks <= 14'd0; 
            baud_clk    <= ~baud_clk; 
        end 
        else
        begin
            clock_ticks <= clock_ticks + 1'd1;
            baud_clk    <= baud_clk;
        end
    end 
end
endmodule
module UART_TOP (
    input clk,
    input rst_n,
    input mode,
    input i_TX_DV,
    input [7:0] tx_byte,
    input [1:0] baud_rate,
    output o_RX_DV,
    output [7:0] rx_byte,
    output [15:0] o_SAR_Tx,
    output [15:0] o_SAR_Rx
);
  wire baud_clk;
  wire [7:0] w_LFSR_Byte;
  wire w_TX_Serial;
  wire [15:0] w_SAR_Tx;
  wire [15:0] w_SAR_Rx;
  wire [7:0] input_data;
assign input_data = (mode)? w_LFSR_Byte : tx_byte;
  UART_TX #(.CLK_FREQ(25000000), .BAUD_RATE(115200)) UART_TX_INST (
    .i_Rst_L(rst_n),
    .i_Clock(clk),
    .i_TX_DV(i_TX_DV),
    .i_TX_Byte(input_data),
    .o_TX_Active(),
    .o_TX_Serial(w_TX_Serial),
    .o_TX_Done()
  );
  UART_RX #(.CLK_FREQ(25000000), .BAUD_RATE(115200)) UART_RX_INST (
    .i_Clock(clk),
    .i_RX_Serial(w_TX_Serial),
    .o_RX_DV(o_RX_DV),
    .o_RX_Byte(rx_byte)
  );
    LFSR #(.WIDTH(16), .SEED(16'hACE1)) LFSR_INST (
    .i_Clock(clk),
    .i_Enable(i_TX_DV),
    .o_LFSR_Byte(w_LFSR_Byte)
  );
  SAR #(.WIDTH(16)) SAR_TX_INST (
    .i_Clock(clk),
    .i_Enable(i_TX_DV),
    .i_Data(w_LFSR_Byte),
    .o_SAR(w_SAR_Tx)
  );
  SAR #(.WIDTH(16)) SAR_RX_INST (
    .i_Clock(clk),
    .i_Enable(o_RX_DV),
    .i_Data(rx_byte),
    .o_SAR(w_SAR_Rx)
  );
assign o_SAR_Tx = w_SAR_Tx;
assign o_SAR_Rx = w_SAR_Rx;
endmodule
==> flow/run.sh <==
#!/bin/bash
# OpenROAD 26Q1-2900-gdf79404cd8, Yosys 0.63+post, stock flow scripts
make -C /OpenROAD-flow-scripts/flow DESIGN_CONFIG=/design/flow/config.mk WORK_HOME=/design/flow/orfs finish
==> flow/config.mk <==
export PLATFORM = sky130hd
export DESIGN_NAME = BaudGenT
export DESIGN_NICKNAME = BaudGenT
export VERILOG_FILES = /design/flow/design.v
export SDC_FILE = /design/flow/constraint.sdc
export NUM_CORES = 4
export LEC_CHECK = 1
export CORE_AREA = 10 10 78 78
export DIE_AREA = 0 0 88 88
==> flow/constraint.sdc <==
current_design BaudGenT

set clk_period 2.6
set clk_io_pct 0.2

create_clock -name clk0 -period $clk_period [get_ports {clock}]

set non_clock_inputs [all_inputs -no_clocks]
set_input_delay [expr $clk_period * $clk_io_pct] -clock clk0 $non_clock_inputs
set_output_delay [expr $clk_period * $clk_io_pct] -clock clk0 [all_outputs]
==> results.sh <==
# yosys + openroad results
export IMPL_slew_headroom=0.577
export IMPL_hold_violations=0
export IMPL_drc=0
export IMPL_cts_buffer_depth=2
export IMPL_avgSynthCellArea_um2=9.96
export IMPL_ys_cells=95
export IMPL_num_vias=676
export IMPL_grt_pass1_vias=614
export IMPL_regArea_um2=375
export IMPL_hold_path_class="flip-flop to flip-flop"
export IMPL_setup_viol=0
export IMPL_htree_levels=1
export IMPL_status="complete, no violations"
export IMPL_ys_sh_aoi=0.0384
export IMPL_critPathArrivalTime_ns=2.45
export IMPL_grt_use_total=0.0448
export IMPL_cts_sinks=15
export IMPL_slew_viol_final=0
export IMPL_syn2layout_area_growth_pct=15.9
export IMPL_max_freq_mhz=438
export IMPL_drtIter0Drc=111
export IMPL_cts_setup_buffers=0
export IMPL_globalplace_congestion=0.858
export IMPL_fin_setup_tns_ns=0
export IMPL_finalClockPeriodUsage=0.878
export IMPL_cts_made_buffers=3
export IMPL_holdWs_ns=0.474
export IMPL_n_antenna_cell=0
export IMPL_drt_wl_total_mm=1.73
export IMPL_p_leak_nw=0.466
export IMPL_synth_chip_area_um2=946
export IMPL_nFillCells=438
export IMPL_top_logic_kind="simple AND/OR/NAND/NOR gates"
export IMPL_p_sw_frac=0.376
export IMPL_adder_share=0.0926
export IMPL_antenna_found_initial=0
export IMPL_maxCapViolations=0
export IMPL_routedWlPerCell_um=11.1
export IMPL_post_cts_resized=0
export IMPL_cp_required_ns=2.77
export IMPL_p_clk_frac=0.194
export IMPL_tightest_slew_ns=0.633
export IMPL_logic_area_um2=522
export IMPL_ff2ff_path_depth=5
export IMPL_holdPathStages=1
export IMPL_cts_tree="done"
export IMPL_warnings=30
export IMPL_fp_dieH_um=88
export IMPL_ys_seq_frac=0.397
export IMPL_grt_first_pass_wirelength_mm=2.87
export IMPL_coreArea_um2=4410
export IMPL_yosys_area_top_type_share=0.397
export IMPL_synthesis_area_um2=946
export IMPL_max_vdd_ir_drop_v=0.000215
export IMPL_ant_nets=0
export IMPL_drive_gt1_frac=0.117
export IMPL_synth_area_mux_share=0
export IMPL_fp_utilization=0.214
export IMPL_syn_inst=95
export IMPL_largest_area_cell="dfrtp_1"
export IMPL_topCellsByArea="dfrtp_1, xnor2_1, ha_1"
export IMPL_grt_ovfl_total=0
export IMPL_yosys_warnings=1
export IMPL_fin_skew_ns=0.00159
export IMPL_p_seq_frac=0.478
export IMPL_pwr_density_cell_nw_per_um2=851
export IMPL_clk_pin_slew_ns=0.06
export IMPL_grt_max_degree=16
export IMPL_row_count=24
export IMPL_period_needed_ns=2.28
export IMPL_root_buffer="clkbuf_8"
export IMPL_insertion_delay_ns=0.24
export IMPL_viasPerCell=4.36
export IMPL_rsz0062_at_grt="no"
export IMPL_combPwrFrac=0.327
export IMPL_dieArea_um2=7740
export IMPL_cts_hold_buf=0
export IMPL_boundaryPins=5
export IMPL_ys_ff=15
export IMPL_p_sw_uw=351
export IMPL_synthSimpleGateAreaFrac=0.254
export IMPL_crit_type="primary input to flip-flop"
export IMPL_synth_cell_types=21
export IMPL_start_kind="primary input"
export IMPL_critPathMaxFanout=6
export IMPL_p_int_uw=582
export IMPL_port_buffer_count=4
export IMPL_hpwl_mm=1.28
export IMPL_xor_share=0.167
export IMPL_dr_pass1_iters=4
export IMPL_critPathCaptureType="flip-flop"
export IMPL_die_w_um=88
power by group through the flow:
stage	sequential, mW	clock, mW	combinational [mW]
global route	0.459	0.199	0.340
finish	0.447	0.181	0.306
CTS	0.445	0.186	0.304
worst paths after layout:
path                                 from             end  slack [ns]
setup / recovery             baud_rate[0]        baud_clk        0.32
hold / removal                   baud_clk        baud_clk        0.47
setup reg to reg           clock_ticks[0]        baud_clk        1.00
hold reg to reg                  baud_clk        baud_clk        0.47
max in group asynchronous         reset_n  clock_ticks[3]        1.52
min in group asynchronous         reset_n  clock_ticks[9]        0.67
critical path, cell delays in order:
cell             delay, ns
clkdlybuf4s50_1       0.47
inv_1                 0.07
ha_1                  0.28
nor4_1                0.33
o22ai_1               0.16
nor4_4                0.29
buf_4                 0.19
xor2_1                0.14
layer usage:
metal / up-vias / track usage / share of wire
met5: - / 0 / 0
met4: 0 / 0.00870 / 0.011
met2: 11 / 0.0628 / 0.42
met3: 2 / 0.0131 / 0.046
met1: 326 / 0.0669 / 0.52
li1: 337 / - / -
sequential cells by signal (all words and copies together) (netlist names):
name	flops
baud_clk	1
clock_ticks	14
synth_stat cells:
master    instances
o22ai_2           1
nor4_4            2
buf_6             2
ha_1              7
and4_1            1
o21bai_1          1
xor2_1            3
nor2_1           16
xnor2_1          15
nand4_1           5
nor2b_1           1
nor4_1            3
dfrtp_1          15
nand2_1           2
clkbuf_1          2
nor3_1            6
o211a_1           1
and3_2            2
nand3_1           4
o22ai_1           1
inv_1             5
cells in the final DEF (no fill, tap or decap):
| cell type | count |
|---|---|
| xor2_1 | 3 |
| and3_2 | 2 |
| nand2_1 | 2 |
| nor4_4 | 2 |
| dfrtp_1 | 15 |
| buf_4 | 4 |
| clkdlybuf4s50_1 | 4 |
| ha_1 | 7 |
| clkbuf_8 | 3 |
| nor2b_1 | 1 |
| inv_1 | 5 |
| xnor2_1 | 15 |
| o211a_1 | 1 |
| o22ai_1 | 1 |
| clkbuf_1 | 1 |
| nand3_1 | 4 |
| nor4_1 | 3 |
| and4_1 | 1 |
| o21bai_1 | 1 |
| nor2_1 | 16 |
| nor3_1 | 6 |
| nand4_1 | 5 |
| o22ai_2 | 1 |
area by class of cell:
class                      instances  area share
clock buffer                       4      0.0411
multi-input combinational         71       0.476
timing repair buffer               8      0.0639
sequential                        15       0.342
inverter                           5      0.0171
tap                               52      0.0594
cells by family (layout without fill, tap and decap cells):
| family | count (synthesis) | in the layout |
|---|---|---|
| AND/OR/NAND/NOR | 42 | 42 |
| XOR/XNOR | 18 | 18 |
| flip-flops | 15 | 15 |
| buffers and inverters | 9 | 17 |
| adder cells (fa/ha/maj) | 7 | 7 |
| AND-OR/OR-AND | 4 | 4 |
through the flow:
step / util / worst slack, ns / cell area (µm²) / power, mW / cells
finish: 0.248 / 0.318 / 1100 / 0.933 / 155
global route: 0.248 / 0.215 / 1100 / 0.998 / 155
CTS: 0.248 / 0.348 / 1100 / 0.935 / 155
detailed placement: 0.238 / 0.0943 / 1050 / 0.747 / 151
global placement: 0.238 / 0.139 / 1050 / 0.738 / 151
floorplan: - / 0.623 / 946 / 0.682 / 95
Power is estimated from default activity; no workload was simulated.
